==> ./config.mk <==
export PLATFORM = sky130hd
export DESIGN_NAME = fsm
export DESIGN_NICKNAME = fsm
export VERILOG_FILES = /design/flow/design.v
export SDC_FILE = /design/flow/constraint.sdc
export NUM_CORES = 4
export LEC_CHECK = 1
export CORE_AREA = 10 10 80 80
export DIE_AREA = 0 0 90 90
==> ./constraint.sdc <==
current_design fsm

set clk_period 2.9
set clk_io_pct 0.2

create_clock -name clk0 -period $clk_period [get_ports {clk}]

set non_clock_inputs [all_inputs -no_clocks]
set_input_delay [expr $clk_period * $clk_io_pct] -clock clk0 $non_clock_inputs
set_output_delay [expr $clk_period * $clk_io_pct] -clock clk0 [all_outputs]
==> ./design.v <==
module fsm(clk, rst, instruction, data_from_mem, branch, jump, FLAGS, PCen, Ren, RegOrImm, WE, IEn, ALU_MUX_CNTL, LS_CNTL, flagEn, phoneEn);
input clk, rst;
input [15:0] instruction, data_from_mem;
input [4:0] FLAGS;
output reg PCen, RegOrImm, WE, ALU_MUX_CNTL, LS_CNTL, branch, jump, IEn, flagEn, phoneEn;
output reg [15:0] Ren;
reg [15:0] delay_Ren = 16'h0;
reg [3:0] state_counter = 4'b0000;
	parameter LOAD = 8'b01000000;  
	parameter STOR = 8'b01000100;  
	parameter Bcond= 4'b1100;  
	parameter Jcond= 8'b01001100;  
	parameter JAL  = 8'b01001000;  
	parameter PHONE= 8'b11111111;
always @(posedge clk)
 begin
	if(rst == 1) state_counter <= 4'b0000;
	else
	begin
		case(state_counter)
			0: state_counter <= 1;
			1: begin
					if(data_from_mem[15:12] == 4'b0000 && data_from_mem[7:4] != 4'b0000) state_counter <= 4'b0010;  
					else if({data_from_mem[15:12],data_from_mem[7:4]} == STOR) state_counter <= 4'b0011;  
					else if({data_from_mem[15:12],data_from_mem[7:4]} == LOAD) state_counter <= 4'b0100;  
					else if(data_from_mem[15:12] == Bcond)                   state_counter <= 4'b0110;  
					else if({data_from_mem[15:12],data_from_mem[7:4]} == Jcond)state_counter <= 4'b0111;  
					else if({data_from_mem[15:12],data_from_mem[7:4]} == PHONE)state_counter <= 4'b1000;  
					else state_counter <= 4'b0010; 
				end
			2: state_counter <= 4'b0000;
			3: state_counter <= 4'b0000;
			4: state_counter <= 4'b0101;
			5: state_counter <= 4'b0000;
			6: state_counter <= 4'b0000;
			7: state_counter <= 4'b0000;
			8: state_counter <= 4'b0000;
			default: state_counter <= 0;
		endcase
	end
 end
 always @(state_counter)
 begin
	case(state_counter)
		0: begin  
				Ren           = 16'h0;  
				PCen          = 1'b0;   
				RegOrImm      = 1'b0;   
				WE            = 1'b0;   
				ALU_MUX_CNTL  = 1'b0;   
				LS_CNTL       = 1'b1;   
				branch        = 1'b0;   
				jump          = 1'b0;   
				IEn           = 1'b0;   
				delay_Ren     = 16'h0;
				flagEn        = 1'b0;
				phoneEn       = 1'b0;
			end
		1: begin  
				Ren           = 16'h0;  
				PCen          = 1'b0;   
				RegOrImm      = 1'b0;   
				WE            = 1'b0;   
				ALU_MUX_CNTL  = 1'b0;   
				LS_CNTL       = 1'b1;   
				branch        = 1'b0;   
				jump          = 1'b0;   
				IEn           = 1'b1;   
				delay_Ren     = 16'h0;
				flagEn        = 1'b0;
				phoneEn       = 1'b0;
			end
		2: begin  
				PCen          = 1'b1;
				WE            = 1'b0;
				ALU_MUX_CNTL  = 1'b0;
				LS_CNTL       = 1'b0;
				branch        = 1'b0;
				jump          = 1'b0;
				IEn           = 1'b0;
				flagEn        = 1'b1;
				if(instruction[15:12] == 4'b0101 ||
					instruction[15:12] == 4'b0110 ||
					instruction[15:12] == 4'b0111 ||
					instruction[15:12] == 4'b1001 ||
					instruction[15:12] == 4'b1010 ||
					instruction[15:12] == 4'b1011 ||
					instruction[15:12] == 4'b0001 ||
					instruction[15:12] == 4'b0010 ||
					instruction[15:12] == 4'b0011 ||
					instruction[15:12] == 4'b1101 ||
					instruction[15:12] == 4'b1111) RegOrImm = 1'b1;
				else RegOrImm = 1'b0;
				case(instruction[11:8])
					0:  Ren = 16'h0001;
					1:  Ren = 16'h0002;
					2:  Ren = 16'h0004;
					3:  Ren = 16'h0008;
					4:  Ren = 16'h0010;
					5:  Ren = 16'h0020;
					6:  Ren = 16'h0040;
					7:  Ren = 16'h0080;
					8:  Ren = 16'h0100;
					9:  Ren = 16'h0200;
					10: Ren = 16'h0400;
					11: Ren = 16'h0800;
					12: Ren = 16'h1000;
					13: Ren = 16'h2000;
					14: Ren = 16'h4000;
					15: Ren = 16'h8000;
				endcase
				delay_Ren = 16'h0;
				phoneEn       = 1'b0;
			end
		3: begin  
				PCen          = 1'b1;   
				RegOrImm      = 1'b0;   
				WE            = 1'b1;   
				ALU_MUX_CNTL  = 1'b0;   
				LS_CNTL       = 1'b0;   
				branch        = 1'b0;   
				jump          = 1'b0;   
				IEn           = 1'b0;   
				Ren           = 16'h0;
				delay_Ren     = 16'h0;
				flagEn        = 1'b0;
				phoneEn       = 1'b0;
			end
		4: begin  
				PCen          = 1'b0;   
				RegOrImm      = 1'b0;   
				WE            = 1'b0;   
				ALU_MUX_CNTL  = 1'b0;   
				LS_CNTL       = 1'b0;   
				branch        = 1'b0;   
				jump          = 1'b0;   
				IEn           = 1'b0;
				Ren           = 16'h0;
				flagEn        = 1'b0;
				phoneEn       = 1'b0;
				case(instruction[11:8])
					0:  delay_Ren = 16'h0001;
					1:  delay_Ren = 16'h0002;
					2:  delay_Ren = 16'h0004;
					3:  delay_Ren = 16'h0008;
					4:  delay_Ren = 16'h0010;
					5:  delay_Ren = 16'h0020;
					6:  delay_Ren = 16'h0040;
					7:  delay_Ren = 16'h0080;
					8:  delay_Ren = 16'h0100;
					9:  delay_Ren = 16'h0200;
					10: delay_Ren = 16'h0400;
					11: delay_Ren = 16'h0800;
					12: delay_Ren = 16'h1000;
					13: delay_Ren = 16'h2000;
					14: delay_Ren = 16'h4000;
					15: delay_Ren = 16'h8000;
				endcase
			end
		5: begin  
				PCen          = 1'b1;   
				RegOrImm      = 1'b0;   
				WE            = 1'b0;   
				ALU_MUX_CNTL  = 1'b1;   
				LS_CNTL       = 1'b0;   
				branch        = 1'b0;   
				jump          = 1'b0;   
				IEn           = 1'b0;   
				case(instruction[11:8])
					0:  Ren = 16'h0001;
					1:  Ren = 16'h0002;
					2:  Ren = 16'h0004;
					3:  Ren = 16'h0008;
					4:  Ren = 16'h0010;
					5:  Ren = 16'h0020;
					6:  Ren = 16'h0040;
					7:  Ren = 16'h0080;
					8:  Ren = 16'h0100;
					9:  Ren = 16'h0200;
					10: Ren = 16'h0400;
					11: Ren = 16'h0800;
					12: Ren = 16'h1000;
					13: Ren = 16'h2000;
					14: Ren = 16'h4000;
					15: Ren = 16'h8000;
				endcase
				flagEn        = 1'b0;
				delay_Ren     = 16'h0;
				phoneEn       = 1'b0;
			end
		6: begin  
				case(instruction[11:8])
					0:  
						if(FLAGS[1]) branch = 1;
						else branch = 0;
					1:  
						if(~FLAGS[1]) branch = 1;
						else branch = 0;
					2:  
						if(FLAGS[4]) branch = 1;
						else branch = 0;
					3:  
						if(~FLAGS[4]) branch = 1;
						else branch = 0;
					4:  
						if(FLAGS[3]) branch = 1;
						else branch = 0;
					5:  
						if(~FLAGS[3]) branch = 1;
						else branch = 0;
					6:  
						if(FLAGS[0]) branch = 1;
						else branch = 0;
					7:  
						if(~FLAGS[0]) branch = 1;
						else branch = 0;
					8:  
						if(FLAGS[2]) branch = 1;
						else branch = 0;
					9:  
						if(~FLAGS[2]) branch = 1;
						else branch = 0;
					10:  
						if(~FLAGS[3] & ~FLAGS[1]) branch = 1;
						else branch = 0;
					11:  
						if(FLAGS[3] | FLAGS[1]) branch = 1;
						else branch = 0;
					12:  
						if(~FLAGS[0] & ~FLAGS[1]) branch = 1;
						else branch = 0;
					13:  
						if(FLAGS[0] | FLAGS[1]) branch = 1;
						else branch = 0;
					14:  
						branch = 1;
					15:  
						branch = 0;
				endcase
				PCen          = 1'b1;  
				RegOrImm      = 1'b0;  
				WE            = 1'b0;  
				ALU_MUX_CNTL  = 1'b0;  
				LS_CNTL       = 1'b0; 
				jump          = 1'b0;
				IEn           = 1'b0;
				Ren           = 16'b0;
				delay_Ren 	  = 16'h0;
				flagEn        = 1'b0;
				phoneEn       = 1'b0;
			end
		7: begin  
				case(instruction[11:8])
					0:  
						if(FLAGS[1]) jump = 1;
						else jump = 0;
					1:  
						if(~FLAGS[1]) jump = 1;
						else jump = 0;
					2:  
						if(FLAGS[4]) jump = 1;
						else jump = 0;
					3:  
						if(~FLAGS[4]) jump = 1;
						else jump = 0;
					4:  
						if(FLAGS[3]) jump = 1;
						else jump = 0;
					5:  
						if(~FLAGS[3]) jump = 1;
						else jump = 0;
					6:  
						if(FLAGS[0]) jump = 1;
						else jump = 0;
					7:  
						if(~FLAGS[0]) jump = 1;
						else jump = 0;
					8:  
						if(FLAGS[2]) jump = 1;
						else jump = 0;
					9:  
						if(~FLAGS[2]) jump = 1;
						else jump = 0;
					10:  
						if(~FLAGS[3] & ~FLAGS[1]) jump = 1;
						else jump = 0;
					11:  
						if(FLAGS[3] | FLAGS[1]) jump = 1;
						else jump = 0;
					12:  
						if(~FLAGS[0] & ~FLAGS[1]) jump = 1;
						else jump = 0;
					13:  
						if(FLAGS[0] | FLAGS[1]) jump = 1;
						else jump = 0;
					14:  
						jump = 1;
					15:  
						jump = 0;
				endcase
				PCen          = 1'b1;
				RegOrImm      = 1'b0;
				WE            = 1'b0;
				ALU_MUX_CNTL  = 1'b0;
				LS_CNTL       = 1'b1;
				branch        = 1'b0;
				IEn           = 1'b0;
				Ren           = 1'b0;
				delay_Ren     = 16'h0;
				flagEn        = 1'b0;
				phoneEn       = 1'b0;
			end
			8: begin  
				PCen          = 1'b1;
				WE            = 1'b0;
				ALU_MUX_CNTL  = 1'b0;
				LS_CNTL       = 1'b0;
				branch        = 1'b0;
				jump          = 1'b0;
				IEn           = 1'b0;
				flagEn        = 1'b0;
				RegOrImm      = 1'b0;
				case(instruction[11:8])
					0:  Ren = 16'h0001;
					1:  Ren = 16'h0002;
					2:  Ren = 16'h0004;
					3:  Ren = 16'h0008;
					4:  Ren = 16'h0010;
					5:  Ren = 16'h0020;
					6:  Ren = 16'h0040;
					7:  Ren = 16'h0080;
					8:  Ren = 16'h0100;
					9:  Ren = 16'h0200;
					10: Ren = 16'h0400;
					11: Ren = 16'h0800;
					12: Ren = 16'h1000;
					13: Ren = 16'h2000;
					14: Ren = 16'h4000;
					15: Ren = 16'h8000;
				endcase
				delay_Ren = 16'h0;
				phoneEn   = 1'b1;
			end
		default: begin
				PCen          = 1'bx;
				RegOrImm      = 1'bx;
				WE            = 1'bx;
				ALU_MUX_CNTL  = 1'bx;
				LS_CNTL       = 1'bx;
				branch        = 1'bx;
				jump          = 1'bx;
				IEn           = 1'bx;
				flagEn        = 1'b0;
				delay_Ren     = 16'h0;
				case(instruction[11:8])
					0:  Ren = 16'h0001;
					1:  Ren = 16'h0002;
					2:  Ren = 16'h0004;
					3:  Ren = 16'h0008;
					4:  Ren = 16'h0010;
					5:  Ren = 16'h0020;
					6:  Ren = 16'h0040;
					7:  Ren = 16'h0080;
					8:  Ren = 16'h0100;
					9:  Ren = 16'h0200;
					10: Ren = 16'h0400;
					11: Ren = 16'h0800;
					12: Ren = 16'h1000;
					13: Ren = 16'h2000;
					14: Ren = 16'h4000;
					15: Ren = 16'h8000;
				endcase
			end
	endcase
 end
endmodule
==> ./run.sh <==
#!/bin/bash
# OpenROAD 26Q1-2900-gdf79404cd8, Yosys 0.63+post, stock flow scripts
make -C /OpenROAD-flow-scripts/flow DESIGN_CONFIG=/design/flow/config.mk WORK_HOME=/design/flow/orfs finish
==> impl_metrics.toml <==
# yosys + openroad results
[pwr]
power.share.switching_pct = 29.1
post-layout-total-power_w = 0.000325
max-vdd-ir-drop_mv = 0.309
net-switching-power_w = 0.0000945
part_of_the_total_power_dissipated_in_combinational_logic_pct = 42.6
leakagePower_nw = 0.532
clock_power_share_pct = 36.3
cellPowerDensity_nw_per_um2 = 230
pwr-share-seq_pct = 21.0
cell_internal_pwr_w = 0.000230

[sta]
achievable-frequency_ghz = 0.360
rsz0062_at_grt = "no"
relSlewSlack_pct = 71.1
shortest_clock_period_the_worst_path_allows_after_layout_ns = 2.78
worst_pin_slew_ns = 0.433
slew_viols_final = 0
finalHoldViolCount = 0
unconstrained_endpoints = 2
unclocked_pins = 1
layout_setup_ws_ns = 0.121
final_period_util_pct = 95.8
totalNegativeSetupSlack_ns = 0
skew_ns = 0.00128
setup-violations-final = 0

[detailed_routing]
vias = 988
drt-wirelength-per-cell_um = 11.0
drc = 0
post_drt_via_cell_ratio = 4.05
postRouteWirelength_um = 2690
drtIter0Drc = 34
ant_nets = 0
detailedRoute.firstPassIterationCount = 4
route.antenna.diode_count = 0

[clock_network]
cts_hold_repair.buffers = 0
tritoncts = "yes"
cts_root_buf = "sky130_fd_sc_hd__clkbuf_8"
clkTransAtPathRegs_ns = 0.03
cts_buffers = 3
clk_latency_ns = 0.22
postCtsSetupRepairBufs = 0
htreeDepth = 1
clock_tree.buffer_depth = 2

[floorplan]
placementRows = 25
initial_core_util_pct = 15.0
die_x_um = 90
top_level_ports = 65
die_height_um = 90
fp.dieArea_um2 = 8100
design.core.area_um2 = 4720

[outcome]
outcome = "finished clean"

[logic_synthesis]
yosys_warnings = 1
synth_chip_area_um2 = 711
synth_cell_type_count = 39
synthCells = 119
synthesized_area_divided_by_synthesized_cell_count_um2 = 5.97
mappedNetlistArea_um2 = 711
numSynthFlops = 5
ys_cells = 119

[place]
dp.cells = 241
dp.final_hpwl_um = 2250
detailedPlace.worstSlack_ns = -0.323
gp_congestion = 0.840
numPortBuffers = 48

[grt]
number_of_antenna_violations_at_the_first_check_in_global_routing = 0
grt_use_met1_pct = 8.60
gr_overflow_total = 0
grtUsageMet3_pct = 3.44
maximum_number_of_pins_on_one_net_before_global_route_repair = 16
grt.met2_usage_pct = 9.08
grt_pass1_vias = 969
gr-max-usage-layer = "met2"
grt_pass1_wl_um = 4440
grt_usage_pct = 6.34

[hold_path]
timing.hold.worst.class = "flip-flop to flip-flop"

[cells_and_area]
layout.cells.non_filler = 244
syn2layout_area_growth_pct = 98.9
most-common-layout-cells = "sky130_fd_sc_hd__clkdlybuf4s50_1, sky130_fd_sc_hd__nor2_1, sky130_fd_sc_hd__buf_4, sky130_fd_sc_hd__nand2_1, sky130_fd_sc_hd__a21oi_1"
fillerInstances = 511
layout_top_cell_excl_fill_tap = "sky130_fd_sc_hd__clkdlybuf4s50_1"
drive_above_1_share_pct = 14.7

[setup_path]
critical_path_class = "input port to primary output"
worst-endpoint-required_ns = 2.32
setup.worst_path.start_class = "input port"
cp.arrival_ns = 2.20
worstPathMaxFanout = 4
end_kind = "primary output"

[flow_run]
openroad.warnings = 41
max_cap_violations = 0
## layer usage
metal	share of wire, %	vias up
met5	0	-
met4	0	0
met3	11	0
met2	37	41
met1	52	413
li1	-	534
## per-stage QoR
stage	hold slack [ns]	utilization, %	area (um^2)
6_report	0.644	29.9	1410
5_1_grt	0.729	29.9	1410
4_1_cts	0.646	29.3	1380
3_5_place_dp	0.637	28.5	1350
3_3_place_gp	0.640	28.5	1350
2_1_floorplan	0.466	-	711
## worst max-delay path, cell delays in order
cell and delay (ns):
sky130_fd_sc_hd__clkdlybuf4s50_1 0.55, sky130_fd_sc_hd__nor2_1 0.07, sky130_fd_sc_hd__o22ai_1 0.20, sky130_fd_sc_hd__a221oi_2 0.09
sky130_fd_sc_hd__o221a_1 0.29, sky130_fd_sc_hd__a211oi_2 0.20, sky130_fd_sc_hd__clkdlybuf4s15_1 0.23
## repair_timing
item                                    CTS  global route
resized                                   4            11
pin swaps                                 0             2
gates cloned                              0             0
endpoints found under the setup margin    2             3
## cells in the mapped netlist, drive strengths merged
library cell	count	share of area, %
mux2i	2	2.8
dfxtp	4	11
o21bai	1	1.1
nand3	2	1.4
o21ai	3	2.1
nand4	2	1.8
or2	1	0.88
nor2b	2	1.8
and2b	1	1.1
o31ai	1	1.1
or3	1	0.88
nor3b	1	1.1
nor4	4	4.4
o21a	1	1.1
o221a	1	1.6
a211oi	1	1.1
buf	4	3.2
a221o	1	1.4
nor2	37	20
a31o	1	1.2
a21oi	9	6.3
a221oi	1	1.2
nand2b	6	5.3
and2	1	0.88
o22a	1	1.2
nand3b	1	1.1
inv	3	1.6
clkbuf	3	1.6
dlxtn	1	2.1
nor3	2	1.4
or2b	1	1.2
o22ai	4	4.4
a222oi	1	1.4
xnor2	2	2.5
or4b	1	1.4
nand2	11	5.8
## logic make-up (layout without fill, tap and decap cells)
logic type      count (synthesis)  count (layout)  synth area share, %
buf+inv                        10              68                 6.34
compound gates                 26              26                 25.2
mux                             2               2                 2.82
simple gates                   74              74                 49.8
xor+xnor                        2               2                 2.47
latches                         1               1                 2.11
flops                           4               4                 11.3
## worst paths after layout
check	startpoint	end	slack, ns	depth (start not counted)
max reg2reg	state_counter[1]	state_counter[0]	1.65	4
max	FLAGS[0]	branch	0.12	7
min	state_counter[2]	state_counter[2]	0.64	2
min reg2reg	state_counter[2]	state_counter[2]	0.64	2
## state kept, by name, summed over array words and instances, names as in the netlist
name	flops
phoneEn	1
state_counter	4
## final cells by class
class	instances	area, um^2	area share, %
Clock buffer	3	41.3	2.92
Inverter	3	11.3	0.796
Multi-Input combinational cell	104	593	41.9
Sequential cell	5	95.1	6.73
Tap cell	67	83.8	5.93
Timing Repair Buffer	62	589	41.7
## power groups by stage
stage	combinational (W)	sequential (W)	clock, W
after CTS	0.000137	0.0000682	0.000119
after global routing	0.000155	0.0000695	0.000126
final	0.000138	0.0000683	0.000118
No activity file was given, so power comes from the tool's default toggle rates.
