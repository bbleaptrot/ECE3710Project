## /design/flow/run.sh

```bash
#!/bin/bash
# OpenROAD 26Q1-2900-gdf79404cd8, Yosys 0.63+post, stock flow scripts
make -C /OpenROAD-flow-scripts/flow DESIGN_CONFIG=/design/flow/config.mk WORK_HOME=/design/flow/orfs finish
```

## /design/flow/config.mk

```make
export PLATFORM = sky130hd
export DESIGN_NAME = vga1
export DESIGN_NICKNAME = vga1
export VERILOG_FILES = /design/flow/design.v
export SDC_FILE = /design/flow/constraint.sdc
export NUM_CORES = 4
export LEC_CHECK = 1
export CORE_AREA = 10 10 109 109
export DIE_AREA = 0 0 119 119
```

## /design/flow/constraint.sdc

```tcl
current_design vga1

set clk_period 2.2
set clk_io_pct 0.2

create_clock -name clk0 -period $clk_period [get_ports {clk}]

set non_clock_inputs [all_inputs -no_clocks]
set_input_delay [expr $clk_period * $clk_io_pct] -clock clk0 $non_clock_inputs
set_output_delay [expr $clk_period * $clk_io_pct] -clock clk0 [all_outputs]
```

## /design/flow/design.v

```verilog
module vga_control (clk, rst, hsync, vsync, vga_blank_n, vga_clk, hcount, vcount);
	input clk, rst;
	output hsync, vsync;
	output reg vga_blank_n, vga_clk;
	output reg [9:0] hcount, vcount;
	localparam H_SYNC        = 10'd96;   
	localparam H_FRONT_PORCH = 10'd16;   
	localparam H_DISPLAY_INT = 10'd640;  
	localparam H_BACK_PORCH  = 10'd48;   
	localparam H_TOTAL       = 10'd800;  
	localparam V_SYNC        = 10'd2;    
	localparam V_BACK_PORCH  = 10'd33;   
	localparam V_DISPLAY_INT = 10'd480;  
	localparam V_FRONT_PORCH = 10'd10;   
	localparam V_TOTAL       = 10'd525;  
	assign hsync = ~((hcount >= H_FRONT_PORCH) & (hcount < H_FRONT_PORCH + H_SYNC));
	assign vsync = ~((vcount >= V_DISPLAY_INT + V_FRONT_PORCH) & (vcount < V_DISPLAY_INT + V_FRONT_PORCH + V_SYNC));
	always @(posedge clk) begin
	if (rst) begin
		vcount  <= 10'd0;
		hcount  <= 10'd0;
		vga_clk <= 1'b0;
	end
	else begin
		if (vga_clk) begin
			hcount <= hcount + 1'b1;
			if (hcount == H_TOTAL) begin
				hcount <= 10'd0;
				vcount <= vcount + 1'b1;
				if (vcount == V_TOTAL)
					vcount <= 10'd0;
			end
		end
		vga_clk <= ~vga_clk;  
	end
end
always @(hcount,vcount) begin
	if ((hcount >= H_FRONT_PORCH + H_SYNC + H_BACK_PORCH) &&
		 (hcount < H_TOTAL - H_FRONT_PORCH) &&
		 (vcount < V_DISPLAY_INT))
		 vga_blank_n = 1'b1;
	 else 
		vga_blank_n = 1'b0;
end
endmodule
module bitgen1 (vga_blank_n, sw, r, g, b);
	input vga_blank_n;  
	input [8:0] sw;  
	output reg [7:0] r, g, b;
	always@(*) begin
		if(vga_blank_n) begin
			r = {sw[8], sw[7], {6{sw[6]}}};
			g = {sw[5], sw[4], {6{sw[3]}}};
			b = {sw[2], sw[1], {6{sw[0]}}};
		end
		else begin
			r = 8'd0;
			g = 8'd0;
			b = 8'd0;
		end
	end
endmodule
module vga1(clk, rst, hsync, vsync, vga_blank_n, vga_clk, sw, r, g, b);
	input clk, rst;
	input [8:0] sw;
	output hsync, vsync;
	output vga_blank_n, vga_clk;
	output [7:0] r, g, b;
	wire [9:0] hcount, vcount;
	vga_control control (clk, rst, hsync, vsync, vga_blank_n, vga_clk, hcount, vcount);
	bitgen1 bitgen1 (vga_blank_n, sw, r, g, b);
endmodule
```

==> deck_impl_summary.md <==
Implementation Results

Worst hold path
  – Hold WC Path Type: register to register
  – WHS Path Cells: 1

Cells and area
  – Filler cells: 1070
  – Most frequent cells in the layout: 14 x dfxtp_1, 14 x buf_4, 13 x nor2_1, 13 x dlygate4sd2_1, 12 x clkdlybuf4s50_1
  – Area growth syn-to-layout: 46.08%
  – Non-filler cells in the finished layout: 330
  – Core Util, Final: 0.2057
  – Share of cells above drive strength 1: 0.2741

Run
  – Max-cap viol count: 0
  – OpenROAD warning count: 29

Setup path
  – CP arrival: 1690 ps
  – Cells on worst reg2reg path: 5
  – Buffer-and-inverter tally for the worst setup path: 4
  – Crit path kind: register to primary output
  – CP peak stage delay: 360 ps
  – Critical path depth: 8
  – CP max-delay cell: dfxtp_4
  – CP endpoint kind: primary output
  – Cell mode on critical path: buf_6
  – Type of origin of the critical path: register
  – CP cell instances: nor2_4 -> a21oi_2 -> a2111oi_4 -> buf_6 -> and2_4 -> buf_6 -> buf_6 -> buf_6
  – CP Max Fanout: 4
  – Required @ worst endpoint: 1760 ps
  – Largest delay share family, worst path: buffers and inverters

Timing
  – Pins Over Slew Limit: 0
  – Setup Viol. Count Final: 0
  – Final worst slack: 71.14 ps
  – RSZ-0062 raised after global routing: yes
  – Crit path time final: 2129 ps
  – Slew HR: 0.6719
  – Worst-Margin Slew: 491.1 ps
  – Setup TNS: 0 ps
  – Max Freq: 469.7 MHz
  – WHS: 487.9 ps
  – Worst-case clock skew: 2.805 ps
  – Period utilization: 0.9677
  – Hold Vio Cnt, Final: 0

Clock network
  – Cts bufs inserted: 3
  – TritonCTS clock tree: yes
  – Clock transition at path regs: 80 ps
  – Longest Clk Path Bufs: 2
  – Hold buffers post-CTS: 0
  – Root Buffer: clkbuf_8
  – H-tree depth: 1
  – Sink Count: 21
  – Latency at later pin: 260 ps

Drt
  – Diode count: 0
  – Drt pass-1 iters: 4
  – Vias: 1219
  – Routed vias/inst: 3.694
  – Post-Route WL: 3.252 mm
  – Routed wire per std cell: 9.855 um
  – Post-route ant nets: 0
  – Drc violations: 0
  – Initial drt markers: 68

Power
  – P per Cell Area: 384.7 mW/mm2
  – Clock power share: 0.334
  – Int Pwr: 0.5912 mW
  – Lkg Pwr: 0.7513 nW
  – Net Sw Power: 0.1717 mW
  – Seq pwr share: 0.515
  – Switch share: 0.2251
  – Gate power share: 0.151
  – VDD IR max: 0.1589 mV

Global route
  – First-pass GRT wire length: 5.354 mm
  – Total GRT Usage: 0.04303
  – Grt total ovfl: 0
  – Vias in the first global route: 1055
  – Largest net degree at the start of global routing: 12
  – Antenna violations before repair: 0

Yosys
  – Mapped Area: 0.001358 mm2
  – Top FF cell, synth: dfxtp_1
  – Synthesized registers: 21
  – Synth Seq Share: 0.3097
  – Ys cells: 158
  – YS warnings: 2
  – Avg Cell Area, Syn: 8.592 um2
  – Distinct lib cells: 37
  – Chip area line of the yosys report: 0.001358 mm2
  – Synth Instances: 158
  – Flip-flops with a built-in enable: 0
  – Async set or reset register ratio after synthesis: 0

Floorplan
  – Initial Util: 0.1408
  – Die extent in x: 119 um
  – Core Footprint: 0.009639 mm2
  – Site Rows: 36
  – I/O Pins: 39
  – Die Ht: 119 um
  – Total die area: 0.01416 mm2

Placed design
  – Port bufs: 38
  – Placed Cells incl. Taps: 320
  – Place WS: -79.66 ps
  – GP Congestion: 0.8207
  – Post-detail-place hpwl: 2.514 mm

Outcome
  – Outcome: completed
[path summary, 6_finish.rpt]
kind	startpoint	to	slack, ps
max	control.hcount[7]	r[1]	70
min	control.vga_clk	control.vga_clk	490
max reg2reg	control.hcount[6]	control.vcount[4]	470
min reg2reg	control.vga_clk	control.vga_clk	490
[power by group through the flow]
| stage | Clock [mW] | Combinational [mW] | Sequential, mW |
|---|---|---|---|
| finish | 0.255 | 0.115 | 0.393 |
| global route | 0.284 | 0.128 | 0.395 |
| CTS | 0.262 | 0.113 | 0.394 |
[cell type report]
class / instances / area (um2) / share of cell area
multi-input cells: 112 / 829.5 / 0.4183
repair buffers: 56 / 493.0 / 0.2486
flip-flops and latches: 21 / 434.2 / 0.2189
well taps: 133 / 166.4 / 0.08391
clock buffers: 4 / 45.04 / 0.02271
inverters: 4 / 15.01 / 0.007571
[state kept, by name (all words and copies together) (netlist names)]
name,flops
control.vga_clk,1
control.vcount,10
control.hcount,10
[cells in the mapped netlist, drive strengths merged, types with 4 or more instances]
cell     n  area share
inv      4       0.011
nand4    6       0.050
or3      4       0.018
dfxtp   21        0.31
nor2    15       0.047
nand2    7       0.019
xnor2    4       0.026
xor2     6       0.039
a21oi   11       0.041
buf     18       0.094
and2    10       0.046
nand3    9       0.037
nand2b   4       0.018
ha       4       0.037
or4      4       0.022
[through the flow]
| step | total power [mW] | instance area [um2] |
|---|---|---|
| 3_3_place_gp | 0.5145 | 1856 |
| 4_1_cts | 0.7689 | 1924 |
| 6_report | 0.7629 | 1983 |
| 5_1_grt | 0.8058 | 1983 |
| 2_1_floorplan | 0.4528 | 1358 |
| 3_5_place_dp | 0.5164 | 1856 |
[repair_timing]
| item | CTS | global route |
|---|---|---|
| pin swaps | 7 | 8 |
| endpoints found under the setup margin | 25 | 15 |
| resized | 59 | 17 |
| setup buffers | 5 | 3 |
[metal layers]
metal	global-route usage	vias to the layer above	share of wire
met1	0.06435	543	0.52
li1	-	624	-
met5	0	-	0
met2	0.05740	50	0.36
met3	0.01631	2	0.099
met4	0.007634	0	0.015
[logic make-up after synthesis]
family / Yosys count / synth area share
AND-OR/OR-AND: 21 / 0.1042
XOR/XNOR: 10 / 0.06451
AND/OR/NAND/NOR: 77 / 0.3714
flip-flops: 21 / 0.3097
buffers and inverters: 25 / 0.1134
adder cells (fa/ha/maj): 4 / 0.03687
Power figures rest on the tool's default switching activity, not on a simulated workload.
