$ cat flow/run.sh
#!/bin/bash
# OpenROAD 26Q1-2900-gdf79404cd8, Yosys 0.63+post, stock flow scripts
make -C /OpenROAD-flow-scripts/flow DESIGN_CONFIG=/design/flow/config.mk WORK_HOME=/design/flow/orfs finish
$ cat flow/config.mk
export PLATFORM = sky130hd
export DESIGN_NAME = vga2
export DESIGN_NICKNAME = vga2
export VERILOG_FILES = /design/flow/design.v
export SDC_FILE = /design/flow/constraint.sdc
export NUM_CORES = 4
export LEC_CHECK = 1
export CORE_AREA = 10 10 110 110
export DIE_AREA = 0 0 120 120
$ cat flow/constraint.sdc
current_design vga2

set clk_period 5.6
set clk_io_pct 0.2

create_clock -name clk0 -period $clk_period [get_ports {clk}]

set non_clock_inputs [all_inputs -no_clocks]
set_input_delay [expr $clk_period * $clk_io_pct] -clock clk0 $non_clock_inputs
set_output_delay [expr $clk_period * $clk_io_pct] -clock clk0 [all_outputs]
$ cat flow/design.v
module vga_control (clk, rst, hsync, vsync, vga_blank_n, vga_clk, hcount, vcount);
	input clk, rst;
	output hsync, vsync;
	output reg vga_blank_n, vga_clk;
	output reg [9:0] hcount, vcount;
	localparam H_SYNC        = 10'd96;   
	localparam H_FRONT_PORCH = 10'd16;   
	localparam H_DISPLAY_INT = 10'd640;  
	localparam H_BACK_PORCH  = 10'd48;   
	localparam H_TOTAL       = 10'd800;  
	localparam V_SYNC        = 10'd2;    
	localparam V_BACK_PORCH  = 10'd33;   
	localparam V_DISPLAY_INT = 10'd480;  
	localparam V_FRONT_PORCH = 10'd10;   
	localparam V_TOTAL       = 10'd525;  
	assign hsync = ~((hcount >= H_FRONT_PORCH) & (hcount < H_FRONT_PORCH + H_SYNC));
	assign vsync = ~((vcount >= V_DISPLAY_INT + V_FRONT_PORCH) & (vcount < V_DISPLAY_INT + V_FRONT_PORCH + V_SYNC));
	always @(posedge clk) begin
	if (rst) begin
		vcount  <= 10'd0;
		hcount  <= 10'd0;
		vga_clk <= 1'b0;
	end
	else begin
		if (vga_clk) begin
			hcount <= hcount + 1'b1;
			if (hcount == H_TOTAL) begin
				hcount <= 10'd0;
				vcount <= vcount + 1'b1;
				if (vcount == V_TOTAL)
					vcount <= 10'd0;
			end
		end
		vga_clk <= ~vga_clk;  
	end
end
always @(hcount,vcount) begin
	if ((hcount >= H_FRONT_PORCH + H_SYNC + H_BACK_PORCH) &&
		 (hcount < H_TOTAL - H_FRONT_PORCH) &&
		 (vcount < V_DISPLAY_INT))
		 vga_blank_n = 1'b1;
	 else 
		vga_blank_n = 1'b0;
end
endmodule
module bitgen2 (vga_blank_n, hcount, vcount, rgb);
	input vga_blank_n;
	input [9:0] hcount, vcount;
	output [23:0] rgb;
	reg [7:0] r, g, b;
	assign rgb = {r, g, b};
	wire [9:0] x_pos, y_pos;
	assign x_pos = hcount - 10'd158;
	assign y_pos = vcount;
	always@(*) begin
		{r, g, b} = 0;
		if(vga_blank_n) 
		begin		
			if(x_pos >= 0 && x_pos < 100 && y_pos >= 0 && y_pos < 100)
			begin
				r = 8'h00;
				g = 8'h00;
				b = 8'h80;
			end
			else if(x_pos >= 540 && x_pos < 640 && y_pos >= 0 && y_pos < 200)
			begin
				r = 8'hFF;
				g = 8'hFF;
				b = 8'hFF;
			end
			else if(x_pos >= 0 && x_pos < 500 && y_pos >= 380 && y_pos < 480)
			begin
				r = 8'h00;
				g = 8'hFF;
				b = 8'h00;
			end
			else if(x_pos >= 539 && x_pos < 640 && y_pos >= 379 && y_pos < 480)
			begin
				r = 8'h4B;
				g = 8'h5F;
				b = 8'h81;
			end
			else if(x_pos >= 100 && x_pos < 150 && y_pos >= 100 && y_pos < 150)
			begin
				r = 8'hFF;
				g = 8'hFF;
				b = 8'h00;			
			end
			else
			begin
				r = 8'h32;
				g = 8'h17;
				b = 8'h4D;			
			end
		end
	end
endmodule
module vga2(clk, rst, hsync, vsync, vga_blank_n, vga_clk, rgb);
	input clk, rst;
	output hsync, vsync;
	output vga_blank_n, vga_clk;
	output [23:0] rgb;
	wire [9:0] hcount, vcount;
	vga_control control (clk, rst, hsync, vsync, vga_blank_n, vga_clk, hcount, vcount);
	bitgen2 bitgen (vga_blank_n, hcount, vcount, rgb);
endmodule
==> results.json <==
{
  "drt_pass1_iterations": 4,
  "slew_headroom_pct": 48.7,
  "standard_cell_core_area_mm2": 0.00977,
  "clock_path_buffers": 2,
  "ys_seq_share_pct": 20.6,
  "status": "finished, final reports clean",
  "finalHoldWorstSlack_ps": 535,
  "openroad.warnings": 31,
  "clock.latency.late_pin_ps": 260,
  "worst-r2r-setup-slack_ps": 3420,
  "core.rowCount": 36,
  "hold-path-endpoint": "control.vga_clk",
  "post-dp-hpwl_mm": 3.58,
  "drv_cap": 0,
  "cts_tree": "done",
  "ys_cells": 256,
  "r2r_start": "control.hcount[5]",
  "worstHoldPathType": "reg -> reg",
  "ant_nets": 0,
  "drt-wirelength-per-cell_um": 11.8,
  "chipHeight_um": 120,
  "post-cts-setup-buffer-count": 0,
  "total_number_of_vias": 1724,
  "ir_drop_mv": 0.0499,
  "rr_endpoint": "control.vcount[4]",
  "clkTransAtPathRegs_ps": 80,
  "hp-start": "control.vga_clk",
  "cts_hold_repair.buffers": 0,
  "cts.sink_count": 21,
  "post_synth_edffs": 0,
  "netlist-cell-type-count": 72,
  "setup.worst_path.start_class": "flip-flop",
  "grt_antenna_before_repair": 0,
  "areaGrowthSynthToFinish_pct": 13.9,
  "powerDensity_mw_per_mm2": 114,
  "postRouteWirelength_mm": 4.60,
  "io_pins": 30,
  "yosys_most_used_dff": "dfxtp_1",
  "layout_top_cells": "nor2_1 (34), clkdlybuf4s50_1 (29), dfxtp_1 (21)",
  "grt_first_pass_wirelength_mm": 8.09,
  "layout_top_cell": "nor2_1",
  "drc": 0,
  "whs_path_depth": 1,
  "syn_area_per_cell_um2": 7.99,
  "proportion_of_layout_cells_with_a_drive_suffix_above_1_pct": 10.9,
  "yosysWarningCount": 2,
  "ys_ff": 21,
  "grt_usage_pct": 6.30,
  "endpoint_kind": "output port",
  "min_period_over_period_pct": 74.9,
  "drtIter0Drc": 92,
  "portBuffers": 29,
  "setup_viol": 0,
  "global_route.overflow_total": 0,
  "achievable-frequency_mhz": 238,
  "worst_clock_skew_ps": 3.36,
  "slew_limit_fails": 0,
  "syn-cell-area_mm2": 0.00205,
  "cts-buffers-inserted": 3,
  "chip_area_mm2": 0.0144,
  "grt_setup_unrepaired": "no",
  "hold_viol": 0,
  "clk_root_buffer_cell": "clkbuf_8",
  "crit_path_max_fanout": 13,
  "fp-utilization_pct": 20.9,
  "setup.worst_path.class": "reg -> out",
  "num_antenna_cells": 0,
  "yosys_area_mm2": 0.00205,
  "post_cts.resized_instances": 0,
  "worstPathArrival_ps": 3070,
  "ctsHtreeMaxLevel": 1,
  "vias_per_cell": 4.41,
  "floorplan.die.width_um": 120,
  "power.static_leakage_nw": 0.796,
  "netlist_instances": 256,
  "fin_tns_setup_ps": 0,
  "worst_pin_slew_ps": 769,
  "grt_pass1_vias": 1635,
  "ff2ff_path_depth": 5,
  "ys_async_sr_fraction_pct": 0,
  "gpl.final_weighted_congestion": 0.827,
  "layout_min_cycle_time_ps": 4190,
  "grt_start_max_net_pins": 23,
  "required_ps": 4480
}
worst max-delay path: stages, from the launching register on:
cell and delay, ps:
dfxtp_1 570, ha_1 370, nand2b_1 230, a21oi_1 90
o31a_1 310, o41ai_2 360, a21oi_2 140, a21oi_1 230
clkdlybuf4s50_1 510
worst max path at each step:
| stage | from | end | slack, ps |
|---|---|---|---|
| 4_1_cts | control.hcount[2] | rgb[22] | 1390 |
| 6_report | control.hcount[2] | rgb[22] | 1410 |
| 5_1_grt | control.hcount[2] | rgb[22] | 1110 |
final cells by class:
type                    count  area, um^2
fillers                  1054        7440
multi-input cells         193        1370
flip-flops and latches     21         420
repair buffers             29         290
well taps                 133         166
clock buffers               4        45.0
inverters                  11        41.3
power by group:
group | leakage [nW] | switching (mW) | internal (mW)
clock | 0.0228 | 0.0478 | 0.0506
sequential | 0.170 | 0.00310 | 0.151
combinational | 0.604 | 0.00734 | 0.00589
cell usage after synthesis (2+ instances only):
cell type   n  share of area [%]
or2_2       2               0.61
nand4bb_1   2                1.1
or4_1       2               0.73
and4b_1     2               0.98
nor2_1     34                6.2
nand2_1    18                3.3
ha_1        8                4.9
nand4_1     4                1.2
xnor2_1     9                3.9
buf_2       6                1.5
a31oi_1     2               0.61
nor2_2      2               0.61
nand3_2     2               0.98
dfxtp_1    21                 21
nand3_1     9                2.2
mux2i_1     3                1.5
buf_6       4                2.2
o22ai_1     2               0.61
a21oi_1    11                2.7
a21oi_2     2               0.86
o21ai_1     2               0.49
clkbuf_1    6                1.1
and3_1      6                1.8
nand2b_1    3               0.92
and4_1      4                1.7
o31a_1      2               0.86
and2_1      4                1.2
nor3_2      2               0.98
nor2b_1     2               0.61
inv_1      11                2.0
nand3b_1    3                1.1
nor4_1      2               0.61
xnor2_2     2                1.6
nor3_1      2               0.49
xor2_1     10                4.3
buf_4      14                5.1
kinds of logic after synthesis:
family	synth area share [%]
mux	1.47
fa+ha+maj	4.89
xor+xnor	9.72
buf+inv	12.7
simple gates	31.8
compound gates	18.9
flops	20.6
registers in the layout (all words and copies together) (netlist names):
| name | flops |
|---|---|
| control.vga_clk | 1 |
| control.vcount | 10 |
| control.hcount | 10 |
through the flow:
| stage | worst slack, ps | std cells | total power [mW] | cell area, um^2 | util (%) |
|---|---|---|---|---|---|
| after floorplan | 2510 | 256 | 0.166 | 2050 | - |
| after global placement | 1770 | 387 | 0.171 | 2280 | 23.4 |
| after detailed placement | 1690 | 387 | 0.171 | 2280 | 23.4 |
| after CTS | 1390 | 391 | 0.272 | 2330 | 23.8 |
| after global routing | 1110 | 391 | 0.281 | 2330 | 23.8 |
| final | 1410 | 391 | 0.265 | 2330 | 23.8 |
per-layer routing:
metal / track usage [%] / routed length [um]
met2: 9.83 / 2010
met5: 0 / 0
met4: 0.679 / 35
met1: 9.12 / 2230
met3: 1.19 / 324
Power figures rest on the tool's default switching activity, not on a simulated workload.
